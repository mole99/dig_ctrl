[flow/design.v]
`default_nettype none
module cpu #(
    parameter bit [5:0] RESET_ADDR = 0,
    parameter int       ADDR_WIDTH = 6
)(
    input  logic        clk_i,
    input  logic        rst_ni,
    input  logic        execute,
    output logic        stb_o,
    input  logic        ack_i,
    output logic [5:0]  addr_o,
    input  logic [7:0]  data_i,
    output logic [7:0]  data_o,
    output logic        write_o,
    input  logic [7:0]  port_i,
    output logic [7:0]  port_o,
    output logic [7:0]  port_sel_o,
    output logic        port_stb_o
);
    localparam NUM_REGS = 4;
    logic [5:0] ip;
    logic [7:0] regs [NUM_REGS];
    logic [7:0] r0, r1, r2, r3;
    assign r0 = regs[0];
    assign r1 = regs[1];
    assign r2 = regs[2];
    assign r3 = regs[3];
    logic skip;
    logic [7:0] instr;
    logic [7:0] data;
    assign port_sel_o = data;
    logic [1:0] arg0;
    logic [1:0] arg1;
    assign arg0 = instr[1:0];
    assign arg1 = instr[3:2];
    logic is_immediate, is_write, is_read;
    assign is_immediate = instr[7:2] == 6'b00_0110   
                      || instr == 8'b00_0000_01   
                      || instr == 8'b00_0000_10  
                      || instr == 8'b00_0000_11;  
    assign is_read = is_immediate
                  || instr[7:4] == 4'b00_11;  
    assign is_write = instr[7:4] == 4'b00_10;  
    typedef enum {
        INIT,
        FETCH,
        READ,
        EXECUTE,
        WRITE
    } state_t;
    state_t cpu_state, prev_state;
    always_comb begin
        stb_o = 1'b0;
        write_o = 1'b0;
        addr_o = '0;
        data_o = '0;
        case (cpu_state)
            FETCH: begin
                stb_o = prev_state != cpu_state;
                addr_o = ip;
            end
            READ: begin
                stb_o = prev_state != cpu_state;
                addr_o = is_immediate ? ip : regs[arg1][ADDR_WIDTH-1:0];
            end
            EXECUTE: begin
            end
            WRITE: begin
                stb_o = prev_state != cpu_state;
                write_o = 1'b1;
                addr_o = regs[arg0][ADDR_WIDTH-1:0];
                data_o = regs[arg1];
            end
        endcase
    end
    always_ff @(posedge clk_i, negedge rst_ni) begin
        if (!rst_ni) begin
            for (int i=0; i<NUM_REGS; i++) begin
                regs[i] <= '0;
            end
            ip          <= RESET_ADDR;
            skip        <= 1'b0;
            instr       <= '0;
            cpu_state   <= INIT;
            port_o      <= '0;
            port_stb_o  <= 1'b0;
            data <= '0;
        end else begin
            port_stb_o <= 1'b0;
            if (execute) begin
                prev_state <= cpu_state;
                case (cpu_state)
                    INIT: begin
                        cpu_state <= FETCH;
                    end
                    FETCH: begin
                        if (ack_i) begin
                            instr <= data_i;
                            ip <= ip+1;
                            if (data_i[7:2] == 6'b00_0110  
                              || data_i == 8'b00_0000_01   
                              || data_i == 8'b00_0000_10   
                              || data_i == 8'b00_0000_11   
                              || data_i[7:4] == 4'b00_11   
                            ) begin
                                cpu_state <= READ;
                            end else begin
                                cpu_state <= EXECUTE;
                            end
                        end
                    end
                    READ: begin
                        if (ack_i) begin
                            data <= data_i;
                            if (is_immediate) begin
                                ip <= ip+1;
                            end
                            cpu_state <= EXECUTE;
                        end
                    end
                    EXECUTE: begin
                        if (is_write && !skip) begin
                            cpu_state <= WRITE;
                        end else begin
                            cpu_state <= FETCH;
                        end
                        if (skip) begin
                            skip <= 1'b0;
                        end else begin
                            casez (instr)
                                8'b00_0000_00: begin  
                                    ;
                                end
                                8'b00_0000_01: begin  
                                    ip <= data[ADDR_WIDTH-1:0];
                                end
                                8'b00_0000_10: begin  
                                    regs[0] <= port_i;
                                end
                                8'b00_0000_11: begin  
                                    port_o <= regs[0];
                                    port_stb_o <= 1'b1;
                                end
                                8'b00_0001_??: begin  
                                    regs[arg0] <= regs[arg0] + 1;
                                end
                                8'b00_0010_??: begin  
                                    regs[arg0] <= regs[arg0] - 1;
                                end
                                8'b00_0011_??: begin  
                                    ip <= regs[arg0][ADDR_WIDTH-1:0];
                                end
                                8'b00_0100_??: begin  
                                    regs[arg0] <= regs[arg0] << 1;
                                end
                                8'b00_0101_??: begin  
                                    regs[arg0] <= regs[arg0] >> 1;
                                end
                                8'b00_0110_??: begin  
                                    regs[arg0] <= data;
                                end
                                8'b00_0111_??: begin  
                                    regs[arg0] <= (~regs[arg0]) + 1;
                                end
                                8'b00_10_??_??: begin  
                                    ;
                                end
                                8'b00_11_??_??: begin  
                                    regs[arg0] <= data;
                                end
                                8'b01_00_??_??: begin  
                                    regs[arg0] <= regs[arg0] & regs[arg1];
                                end
                                8'b01_01_??_??: begin  
                                    regs[arg0] <= regs[arg0] | regs[arg1];
                                end
                                8'b01_10_??_??: begin  
                                    regs[arg0] <= ~regs[arg1];
                                end
                                8'b01_11_??_??: begin  
                                    regs[arg0] <= regs[arg0] ^ regs[arg1];
                                end         
                                8'b10_00_??_??: begin  
                                    regs[arg0] <= regs[arg1];
                                end
                                8'b10_01_??_??: begin  
                                    regs[arg0] <= regs[arg0] + regs[arg1];
                                end
                                8'b10_10_??_??: begin  
                                    regs[arg0] <= regs[arg0] << regs[arg1];
                                end
                                8'b10_11_??_??: begin  
                                    regs[arg0] <= regs[arg0] >> regs[arg1];
                                end
                                8'b11_00_??_??: begin  
                                    skip <= !(regs[arg0] == regs[arg1]);
                                end
                                8'b11_01_??_??: begin  
                                    skip <= !(regs[arg0] != regs[arg1]);
                                end
                                8'b11_10_??_??: begin  
                                    skip <= !(regs[arg0] >= regs[arg1]);
                                end
                                8'b11_11_??_??: begin  
                                    skip <= !(regs[arg0] < regs[arg1]);
                                end
                                default: begin
                                end
                            endcase
                        end
                    end
                    WRITE: begin
                        if (ack_i) begin
                            cpu_state <= FETCH;
                        end
                    end
                endcase
            end
        end
    end
endmodule
[flow/run.sh]
#!/bin/bash
# OpenROAD 26Q1-2900-gdf79404cd8, Yosys 0.63+post, stock flow scripts
make -C /OpenROAD-flow-scripts/flow DESIGN_CONFIG=/design/flow/config.mk WORK_HOME=/design/flow/orfs finish
[flow/config.mk]
export PLATFORM = sky130hd
export DESIGN_NAME = cpu
export DESIGN_NICKNAME = cpu
export VERILOG_FILES = /design/flow/design.v
export SDC_FILE = /design/flow/constraint.sdc
export NUM_CORES = 4
export LEC_CHECK = 1
export CORE_UTILIZATION = 40
[flow/constraint.sdc]
current_design cpu

set clk_period 5.6
set clk_io_pct 0.2

create_clock -name clk0 -period $clk_period [get_ports {clk_i}]

set non_clock_inputs [all_inputs -no_clocks]
set_input_delay [expr $clk_period * $clk_io_pct] -clock clk0 $non_clock_inputs
set_output_delay [expr $clk_period * $clk_io_pct] -clock clk0 [all_outputs]
==> run summary <==
Results of the flow run.

The violation tally recorded at the end of detailed-routing iteration 0 is slightly above 700. The area of all placed cells without fillers stands at 7326 um2. According to the timing report, the critical path is launched from instr[1]$_DFFE_PN0P_.

Nets still carrying antenna violations after routing amount to 0. The routed design uses 2.014 mm of met3 wire. The critical path crosses 8 cells after its start point. The overflow left after global routing stands at 0. The biggest area contributor in the post-synthesis netlist is sky130_fd_sc_hd__dfrtp_1. The number of antenna violations at the first check in global routing stands at 0.

The critical path maximum fanout is 16. The summed negative setup slack over all endpoints stands at 0 ns. The first-pass GRT wire length stands at 33.61 mm. Checking max transition, the worst relative margin is 37.50%.

The synthesis run shows the most used standard cells to be 67 x sky130_fd_sc_hd__dfrtp_1, 64 x sky130_fd_sc_hd__nor2_1, 55 x sky130_fd_sc_hd__nand2_1. Hold repair after CTS inserted 0 buffers. The core region is approximately 16000 um2. After synthesis the netlist holds a flip-flop and latch count of 70.

The yosys synthesis chip area stands at 6464 um2. The final clock skew stands at roughly 0.0080 ns. The routed wire length stands at 21.78 mm. The share of the core area taken by cells at floorplan is around two fifths.

STA classifies the critical path startpoint as a register. The total global-route track usage stands at 27.71%. Clock tree synthesis inserted a total of 9 buffers. For this design the static power due to leakage is 2.898 nW. The via count stands at roughly 6100. Looking at the reg2reg group, the worst path starts from instr[1]$_DFFE_PN0P_. The timing report shows that the slowest cell on the worst path is sky130_fd_sc_hd__dfrtp_1.

The CTS log lists the clock sinks for this run as 70. The die area stands at between 15000 and 20000 um2. The post-route minimum period stands at 4.635 ns. The clock transition time at the flip-flop clock pins of the worst setup and hold paths stands at 0.06 ns. The wire length on met1 stands at 9.438 mm. The critical path's largest stage delay stands at about 0.83 ns. Looking at the gate-level netlist, the highest instance count belongs to sky130_fd_sc_hd__dfrtp_1. Of the available clock period, the critical path in the final layout requires 82.77%.

The most critical setup path has its endpoint at addr_o[0]. The top cell type's share of synthesized area stands at between 20% and 30%. Hold timing on the final database bottoms out at a slack of 0.5042 ns. The run finished with clean final reports. The floorplan step set the die width to 129.1 um. The final power report lists total power as about 4.0 mW. The largest voltage drop on the vdd net stands at 233.5 uV. At the later pin of the worst-skew pair, clock insertion delay measures 0.33 ns.

STA shows the worst reg2reg path with a cell count of 9. The internal reg-to-reg setup slack stands at 1.43 ns. The post-synthesis cell area stands at roughly 6500 um2. The post-synthesis async set-or-reset flop share stands at 95.71%. The deepest clock path buffer count stands at 2.

For the pin with the worst max-slew slack, the measured transition is 0.9324 ns. The number of vias per cell after detailed routing stands at 6.264. The number of distinct library cells after synthesis stands at 83. The flow reported a cell area power density of 542.0 nW/um2.

Clock tree synthesis selected as its root buffer the cell sky130_fd_sc_hd__clkbuf_16. The combined flip-flop and latch cell area stands at 1767 um2. The count of port buffers added during placement stands at 52.

The routability congestion estimate from global placement stands at 0.9863. The post-layout utilization of the core stands at 46.28%. The average instance in the mapped netlist occupies around 8.8 um2. The signal on the critical path passes through o21ai_0, a2111oi_0, buf_4, nand2_1, mux2_2, nor2_1, a221o_1, clkdlybuf4s50_1. Setup repair after global routing left no endpoint under its margin.

The iteration tally of the first detailed-router pass stands at 5. The critical path is of the register to primary output type. The script reports the combined buffer and inverter count of the critical path as 2. The area of combinational cells with multiple inputs stands at 4330 um2. In this run the post-CTS setup repair buffer count came out at 0. STA lists the endpoint of the worst register-to-register path as regs[2][5]$_DFFE_PN0P_. Compared with the post-synthesis result, the final layout area differs by 13.34%.

From the final report, the count of setup violators was given as 0. STA puts the critical path data required time at 4.48 ns. The worst setup path is captured at a primary output. The number of enable-type register cells in the synthesized netlist stands at 3. In the routed design, unresolved DRC markers number 0. The detailed router used layers up to and including met5. TritonCTS built the clock tree. The max-capacitance violation count stands at 0. The post-synthesis cell count stands at 733. The maximum operating frequency stands at 215.8 MHz. The antenna diode count stands at 0. For this run, the register share of the synthesized area comes to 27.33%.

The total met2 wirelength after detailed routing stands at approximately 9.7 mm. The fill cell total of the finished layout stands at 1480. Entering global routing, the biggest net connects 44 pins.

Dividing the detail-routed wire length by the instance count gives 22.43 um. The instance area at placement stands at 7063 um2. The number of cells upsized or downsized after cts stands at 0. Among all flip-flop cells after synthesis, the most frequent one is sky130_fd_sc_hd__dfrtp_1. The boundary pin count stands at 53.

The height of the die stands at roughly 130 um. The yosys warning tally stands at 2. The synthesis report lists the most area-consuming cells as sky130_fd_sc_hd__dfrtp_1 26%, sky130_fd_sc_hd__mux2_2 8.4%, sky130_fd_sc_hd__mux4_2 7.3%, sky130_fd_sc_hd__mux2i_1 4.2%, sky130_fd_sc_hd__ha_1 3.9%.

The number of pins exceeding their max-slew limit in the final report stands at 0. The tightest min-delay check is of the register to register type. The number of global-route vias before repair was approximately 5600. The final number of hold-violating endpoints stands at 0. The cell depth of the worst min-delay path stands at 1. The number of rows created at floorplan stands at 46. Per STA, the worst path accumulates the most delay in the family AND-OR/OR-AND gates.

OpenROAD emitted warnings numbering 35. The HPWL after detailed placement is 15.54 mm. The H-tree was split into 3 levels. For this design, Yosys synthesis ends with a cell count of 733. The signal arrival time at the worst endpoint stands at between 3 and 4 ns. Cells with a size suffix above 1 make up between 10 and 15% of the layout.
==> cell type report <==
class	count	area share, %
clock buffers	9	3.074
clock inverters	6	0.5124
inverters	32	1.640
multi-input cells	578	59.11
flip-flops and latches	70	24.12
well taps	216	3.689
repair buffers	60	7.857
==> cells by family after synthesis <==
family                     synth area share (%)
and+or+nand+nor                           22.07
AOI/OAI and AO/OA                         19.42
muxes                                     19.86
buffers and inverters                     5.672
DFF                                       27.33
adders and majority gates                 4.026
xor gates and xnor gates                  1.626
==> per-stage QoR <==
| step | setup WS (ns) | cells |
|---|---|---|
| floorplan | 2.273 | 733 |
| global placement | 1.340 | 956 |
| detailed placement | 1.302 | 956 |
| CTS | 0.9231 | 971 |
| global route | 0.8112 | 971 |
| finish | 0.9650 | 971 |
==> report_power, final <==
part           switching, mW  internal [mW]  total [mW]  leakage, nW
clock network          0.216          0.296       0.512        0.132
logic                   1.66          0.956        2.62         1.88
registers              0.217          0.623       0.840        0.891
total                   2.10           1.88        3.97         2.90
==> sequential cells by signal (all words and copies together), names as in the netlist <==
register and count:
data 8, regs 32, ip 6, skip 1, port_o 8, instr 8, prev_state 3, cpu_state 3
port_stb_o 1
==> routing by layer <==
layer | vias to the layer above | global-route usage, %
met4 | 2 | 5.744
met3 | 32 | 7.233
met5 | - | 2.353
met1 | 2951 | 42.87
li1 | 2791 | -
met2 | 306 | 39.88
==> how the worst min path moves through the flow <==
stage | from | endpoint | slack [ns]
after CTS | port_o[6]$_DFFE_PN0P_ | port_o[6]$_DFFE_PN0P_ | 0.51
final | port_o[4]$_DFFE_PN0P_ | port_o[4]$_DFFE_PN0P_ | 0.50
after global routing | port_o[1]$_DFFE_PN0P_ | port_o[1]$_DFFE_PN0P_ | 0.52
==> worst reg2reg max path, cell delays in order (launching register included) <==
cell and delay [ns]:
sky130_fd_sc_hd__dfrtp_1 0.83, sky130_fd_sc_hd__mux4_2 0.89, sky130_fd_sc_hd__ha_1 0.47, sky130_fd_sc_hd__and3b_1 0.19, sky130_fd_sc_hd__o21ai_0 0.38, sky130_fd_sc_hd__nand4_1 0.24, sky130_fd_sc_hd__a211oi_1 0.27, sky130_fd_sc_hd__nand4_1 0.19
sky130_fd_sc_hd__o21ai_1 0.43, sky130_fd_sc_hd__mux2i_1 0.15
==> layout by cell type (no fill, tap or decap), drive strengths merged, types with 7 or more instances in the layout <==
cell type	Yosys	final
nand4	9	9
a21o	11	11
a21oi	35	35
a31oi	14	14
and3	12	12
a211oi	9	9
nor3	21	21
mux2	48	48
xnor2	10	10
a22o	9	9
mux4	21	21
or3	7	7
inv	31	33
ha	20	20
nand2	55	55
nand2b	14	14
o22ai	7	7
nand3	27	27
o21ai	42	42
clkbuf	25	9
dfrtp	67	67
nor4	8	8
buf	28	9
clkdlybuf4s50	0	51
nor2b	8	8
mux2i	27	27
nor2	65	65
Power is estimated from default activity; no workload was simulated.
