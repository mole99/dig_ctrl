==> flow/design.v <==
`default_nettype none
module spi_receiver (
    input  logic clk_i,     
    input  logic rst_ni,    
    input  logic spi_sclk_i,
    input  logic spi_mosi_i,
    output logic spi_miso_o,
    input  logic spi_cs_i,
    input  logic [7:0] data_i,  
    output logic [7:0] data_o,  
    output logic       stb_o    
);    
    logic spi_mosi_sync;
    synchronizer  #(
        .FF_COUNT(2)
    ) synchronizer_spi_mosi (
        .clk        (clk_i),
        .reset_n    (rst_ni),
        .in         (spi_mosi_i),
        .out        (spi_mosi_sync)
    );
    logic spi_cs_sync;
    synchronizer  #(
        .FF_COUNT(2)
    ) synchronizer_spi_cs (
        .clk        (clk_i),
        .reset_n    (rst_ni),
        .in         (spi_cs_i),
        .out        (spi_cs_sync)
    );
    logic spi_sclk_sync;
    synchronizer  #(
        .FF_COUNT(2)
    ) synchronizer_spi_sclk (
        .clk        (clk_i),
        .reset_n    (rst_ni),
        .in         (spi_sclk_i),
        .out        (spi_sclk_sync)
    );
    logic spi_sclk_delayed;
    always_ff @(posedge clk_i) begin
        spi_sclk_delayed <= spi_sclk_sync;
    end
    logic spi_sclk_falling, spi_sclk_rising;
    assign spi_sclk_rising = !spi_sclk_delayed && spi_sclk_sync;
    assign spi_sclk_falling = spi_sclk_delayed && !spi_sclk_sync;
    logic [2:0] spi_cnt;
    always_ff @(posedge clk_i, negedge rst_ni) begin
        if (!rst_ni) begin
            spi_cnt  <= 3'd0;
            data_o <= '0;
            spi_miso_o <= 1'b0;
        end else begin
            stb_o <= 1'b0;
            if (!spi_cs_sync && spi_sclk_falling) begin
                data_o <= {data_o[6:0], spi_mosi_sync};
                spi_cnt <= spi_cnt + 1;
                if (spi_cnt == 7) begin
                    stb_o <= 1'b1;
                end
            end
            if (!spi_cs_sync && spi_sclk_rising) begin
                spi_miso_o <= data_i[7-spi_cnt];
            end
        end
    end
endmodule
`default_nettype none
module synchronizer #(
    parameter int FF_COUNT = 3
) (
    input  logic clk,
    input  logic reset_n,
    input  logic in,
    output logic out
);
    reg [FF_COUNT-1:0] pipe;
    always_ff @(posedge clk, negedge reset_n) begin
        if (!reset_n) begin
            pipe <= '0;
        end else begin
            pipe <= {pipe[FF_COUNT-2:0], in};
        end
    end
    assign out = pipe[FF_COUNT-1];
endmodule
==> flow/run.sh <==
#!/bin/bash
# OpenROAD 26Q1-2900-gdf79404cd8, Yosys 0.63+post, stock flow scripts
make -C /OpenROAD-flow-scripts/flow DESIGN_CONFIG=/design/flow/config.mk WORK_HOME=/design/flow/orfs finish
==> flow/config.mk <==
export PLATFORM = sky130hd
export DESIGN_NAME = spi_receiver
export DESIGN_NICKNAME = spi_receiver
export VERILOG_FILES = /design/flow/design.v
export SDC_FILE = /design/flow/constraint.sdc
export NUM_CORES = 4
export LEC_CHECK = 1
export CORE_AREA = 10 10 76 76
export DIE_AREA = 0 0 86 86
==> flow/constraint.sdc <==
current_design spi_receiver

set clk_period 2.2
set clk_io_pct 0.2

create_clock -name clk0 -period $clk_period [get_ports {clk_i}]

set non_clock_inputs [all_inputs -no_clocks]
set_input_delay [expr $clk_period * $clk_io_pct] -clock clk0 $non_clock_inputs
set_output_delay [expr $clk_period * $clk_io_pct] -clock clk0 [all_outputs]
==> results.toml <==
# generated from flow reports
[run_status]
outcome = "finished, final reports clean"

[setup_path]
required_ns = 1.76
start_kind = "register"
critPathMaxFanout = 3
crit_type = "register to output pin"
path_cells = "clkdlybuf4s50_1"
arrival_ns = 1.10
slowest_delay_ns = 0.49
path_depth = 1
crit_family = "buffers and inverters"
reg2regPathDepth = 3
slowest_stage = "clkdlybuf4s50_1"
end_kind = "output pin"
cp_num_buf_inv = 1

[clocking]
cts.sinks = 20
htree_levels = 1
cts.path.max_buffers = 2
insertion_delay_ns = 0.25
postCtsSetupRepairBufs = 0
cts_tree = "done"
clk_pin_slew_ns = 0.06
cts_root_buffer = "clkbuf_8"
cts_hold_buf = 0
cts_buffers = 3
cts_resized = 0

[pwr]
switchingPower_mw = 0.255
internal_power_mw = 0.847
power.share.clock_pct = 21.3
ir_drop_v = 0.000339
power_mw = 1.10
powerDensity_nw_per_um2 = 1010
swShare_pct = 23.1
seqPwrFrac_pct = 50.5
p_leak_nw = 0.460
comb_power_share_pct = 28.2

[logic_synthesis]
yosysCellCount = 45
synth-seq-area-share_pct = 65.9
top_cells_by_area = "dfrtp_1 59%, mux2_2 15%, mux2i_1 5.3%"
netlist.area_leader.share_pct = 59.3
synth_chip_area_um2 = 759
synth_area_per_cell_um2 = 16.9
ys_types = 15
syn-cell-area_um2 = 759
synth-seq-cells = 20
synth_top_cell_by_area = "dfrtp_1"
synth_cells = 45
yosys_warnings = 2

[sta]
drv_slew = 0
setup_violations = 0
rsz0062_at_grt = "no"
hold_violations = 0
fin_crit_sh_pct = 70.1
clock-skew-final_ns = 0.00475
slew_headroom_pct = 75.8
fin_crit_ns = 1.54
max_freq_mhz = 648
fin_tns_setup_ns = 0
tightest_slew_ns = 0.361

[final_layout]
syn_to_final_growth_pct = 43.3
drive_gt1_share_pct = 25.4
nFillCells = 410
mostFrequentLayoutCell = "clkdlybuf4s50_1"
seqCellArea_um2 = 500
mostFrequentLayoutCells = "22 x clkdlybuf4s50_1, 18 x dfrtp_1, 10 x mux2_2"
combGateArea_um2 = 245

[drt]
drc = 0
wl_per_cell_um = 10.9
n_antenna_cell = 0
viasPerCell = 3.45
dr.pass1.iters = 2
postRouteAntennaNets = 0
drt-total-wl_mm = 1.32
via_count = 417
drt-initial-drc-count = 5

[hold_path]
hold_depth = 0
hold_class = "register to register"

[floorplan]
fp-utilization_pct = 18.5
num_rows = 23
core_area_um2 = 4120
die_h_um = 86
die_w_um = 86
die_area_um2 = 7400
io_pins = 23

[grt]
grt_pass1_wl_mm = 2.21
grt_max_degree = 19
grt_overflow_total = 0
grt_pass1_vias = 465
grtUsageTotal_pct = 3.67
grt_antenna_before_repair = 0

[place]
gp_congestion = 0.663
port_buffers = 22

[job]
warnings = 25
maxCapViolCount = 0
per-stage QoR:
stage / util [%] / cell area [µm²] / instances / worst slack (ns) / hold WS (ns)
final: 26.5 / 1090 / 121 / 0.657 / 0.348
after floorplan: - / 759 / 45 / 0.845 / 0.144
after global placement: 25.4 / 1040 / 117 / 0.574 / 0.331
after CTS: 26.5 / 1090 / 121 / 0.642 / 0.350
after global routing: 26.5 / 1090 / 121 / 0.599 / 0.362
after detailed placement: 25.4 / 1040 / 117 / 0.561 / 0.335
per-layer routing:
metal	up-vias	global-route usage (%)	part of all wire (%)
met1	193	4.17	41
met5	-	0	0
li1	210	-	-
met4	0	0.150	0
met2	14	5.61	44
met3	0	2.86	15
power groups by stage:
stage / clock, mW / sequential (mW) / combinational [mW]
CTS: 0.246 / 0.561 / 0.324
global route: 0.264 / 0.575 / 0.351
finish: 0.235 / 0.556 / 0.310
registers in the layout, indices dropped and copies added, names as in the netlist:
name,count
data_o,8
spi_cnt,3
synchronizer_spi_cs.pipe,2
synchronizer_spi_mosi.pipe,2
synchronizer_spi_sclk.pipe,2
spi_miso_o,1
spi_sclk_delayed,1
stb_o,1
worst paths after layout:
| kind | from | to | slack, ns |
|---|---|---|---|
| setup / recovery | data_o[0] | data_o[0] | 0.66 |
| hold / removal | synchronizer_spi_sclk.pipe[0] | synchronizer_spi_sclk.pipe[1] | 0.35 |
| setup reg to reg | synchronizer_spi_cs.pipe[1] | data_o[1] | 0.76 |
| hold reg to reg | synchronizer_spi_sclk.pipe[0] | synchronizer_spi_sclk.pipe[1] | 0.35 |
| max in group asynchronous | rst_ni | data_o[1] | 1.42 |
| min in group asynchronous | rst_ni | spi_cnt[0] | 0.59 |
layout make-up:
type,instances,area share (%)
clock buffers,4,4.14
multi-input cells,23,22.5
flip-flops and latches,20,46.0
well taps,50,5.75
repair buffers,24,21.6
cell families after synthesis:
family / count (synthesis) / share of synthesized area [%]
simple gates: 4 / 3.46
xor+xnor: 1 / 1.15
mux: 15 / 23.1
flops: 20 / 65.9
compound gates: 1 / 0.658
buf+inv: 2 / 2.47
fa+ha+maj: 2 / 3.29
cells in the mapped netlist:
cell type / instances
buf_4: 1
ha_1: 2
edfxtp_1: 1
nand2_1: 1
nor3b_1: 1
and2_1: 1
dfrtp_1: 18
buf_6: 1
xor2_1: 1
mux4_2: 1
mux2_2: 10
dfxtp_1: 1
mux2i_1: 4
o21ai_1: 1
or3b_2: 1
Power and IR drop assume default switching activity.
